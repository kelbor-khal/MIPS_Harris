<file path="design/flow/config.mk">
export PLATFORM = sky130hd
export DESIGN_NAME = mux4
export DESIGN_NICKNAME = mux4
export VERILOG_FILES = /design/flow/design.v
export SDC_FILE = /design/flow/constraint.sdc
export NUM_CORES = 4
export LEC_CHECK = 1
export CORE_AREA = 10 10 76 76
export DIE_AREA = 0 0 86 86
</file>
<file path="design/flow/run.sh">
#!/bin/bash
# OpenROAD 26Q1-2900-gdf79404cd8, Yosys 0.63+post, stock flow scripts
make -C /OpenROAD-flow-scripts/flow DESIGN_CONFIG=/design/flow/config.mk WORK_HOME=/design/flow/orfs finish
</file>
<file path="design/flow/constraint.sdc">
current_design mux4

set clk_period 1.1
set clk_io_pct 0.2

create_clock -name clk0 -period $clk_period

set non_clock_inputs [all_inputs -no_clocks]
set_input_delay [expr $clk_period * $clk_io_pct] -clock clk0 $non_clock_inputs
set_output_delay [expr $clk_period * $clk_io_pct] -clock clk0 [all_outputs]
</file>
<file path="design/flow/design.v">
`timescale 1ns/10ps
module mux4
#(
    parameter DATA_WIDTH = 32
)
(
    input   logic   [1:0] cntrl,
    input   logic   [(DATA_WIDTH - 1):0] a, b, c, d,
    output  logic   [(DATA_WIDTH - 1):0] out
);
    always_comb
    begin
        case (cntrl)
            2'b00: out = a;
            2'b01: out = b;
            2'b10: out = c;
            2'b11: out = d;
        endcase
    end
endmodule: mux4
</file>
==> flow_summary.rst <==
Metrics
=======

.. list-table::
   :header-rows: 1

   * - Metric
     - Value
   * - Total placed cells including tap cells
     - 249
   * - Wire length of the first global-routing pass
     - 9.004 mm
   * - IR drop worst, VDD
     - 170.5 uV
   * - Final period utilization
     - 1.216
   * - Number of cells traversed by the worst hold path
     - 3
   * - GR Overflow Total
     - 0
   * - Maximum number of pins on one net before global-route repair
     - 17
   * - Routed Antenna Nets
     - 0
   * - Portion of the post-synthesis area used by sequential elements
     - 0
   * - Number of sequential cells
     - 0
   * - Number of antenna violations at the first check in global routing
     - 2
   * - Area of the mapped netlist
     - 814.5 um^2
   * - RSZ-0062 raised after global routing
     - yes
   * - DR pass1 iterations
     - 4
   * - CLK BUF
     - 0
   * - Final period demand of the worst path
     - 1.337 ns
   * - Maximum capacitance violations
     - 0
   * - Setup WS pre-CTS
     - -0.8550 ns
   * - Peak fanout along the critical path
     - 7
   * - Tool warnings
     - 36
   * - Boundary Pins
     - 162
   * - Area added between synthesis and finish
     - 182.5%
   * - Leakage Power
     - 0.001120 uW
   * - Die footprint
     - 7396 um^2
   * - Hold endpoint
     - out[25]
   * - Initial Util
     - 0.1979
   * - CP arrival
     - 1.12 ns
   * - Hold path startpoint
     - c[25]
   * - Max Fclk
     - 0.7478 GHz
   * - Global Route Usage Sum
     - 0.1606
   * - Crit path kind
     - primary input to output pin
   * - Die extent in y
     - 86 um
   * - Initial detailed-routing violation count
     - 29
   * - Worst setup path startpoint
     - cntrl[0]
   * - Worst rel slew slack
     - 0.9322
   * - Post-Syn Area per Cell
     - 20.89 um^2
   * - Count of cell types in the netlist
     - 5
   * - Routability congestion estimate from global placement
     - 0.8995
   * - Final count of hold timing violations
     - 0
   * - Class of the worst hold path
     - primary input to output pin
   * - Final standard cell area without fillers
     - 2301 um^2
   * - Final setup margin
     - -0.2372 ns
   * - Final HPWL from detailed placement
     - 5.295 mm
   * - Share of layout cells above drive strength 1
     - 0.3725
   * - Violations in the final reports
     - negative setup slack
   * - Filler Cell Count
     - 416
   * - Ratio of total power to cell area
     - 332.9 nW/um^2
   * - Finish-stage setup viols
     - 32
   * - Via count of the first global-routing pass
     - 1,450
   * - Wire length after detailed routing
     - 6.047 mm
   * - DIE WIDTH
     - 86 um
   * - Yosys warning count
     - 1
   * - Count of buffers inserted at the top-level ports
     - 162
   * - Number of instances in the synthesized netlist
     - 39
   * - Hold WS
     - 0.9233 ns
   * - Post-synthesis cell count from yosys
     - 39
   * - Number of remaining DRC errors
     - 0
   * - Non-filler instance count after layout
     - 256
   * - Core Region
     - 4115 um^2
   * - Final Slew Violations
     - 0
   * - Count of standard-cell rows
     - 23
   * - Area reported by Yosys stat
     - 814.5 um^2
   * - Outcome
     - complete, but fails checks
   * - Data required time at the worst endpoint
     - 0.88 ns
   * - Sort of element at the end of the critical path
     - output pin
   * - Wire length per cell after detailed routing
     - 23.62 um
   * - Total number of vias
     - 1,212
   * - End-of-flow core utilization
     - 0.5591
   * - Sort of element at the start of the critical path
     - primary input
   * - Worst-margin pin slew
     - 0.1017 ns
   * - Standard cell area after detailed placement
     - 2482 um^2
   * - Routed via count divided by cell count
     - 4.734
   * - Sequential Area
     - 0 um^2
[final cells by class]
type / instances / area (um^2) / area share
repair buffers: 172 / 1513 / 0.6574
diodes: 2 / 5.005 / 0.002175
multi-input cells: 32 / 720.7 / 0.3132
well taps: 50 / 62.56 / 0.02719
[critical path: stages]
cell	delay, ns
sky130_fd_sc_hd__buf_12	0.12
sky130_fd_sc_hd__buf_16	0.13
sky130_fd_sc_hd__mux4_2	0.51
sky130_fd_sc_hd__buf_2	0.13
[cell usage after synthesis]
master                   number  area share
sky130_fd_sc_hd__buf_2        3       0.018
sky130_fd_sc_hd__buf_12       3       0.074
sky130_fd_sc_hd__mux4_1       2       0.065
sky130_fd_sc_hd__buf_6        1       0.014
sky130_fd_sc_hd__mux4_2      30        0.83
[through the flow]
stage	total power [uW]	TNS (ns)
after floorplan	260.8	-0.9485
after global placement	981.1	-26.30
after detailed placement	988.2	-26.69
after CTS	778.4	-7.244
after global routing	828.1	-7.929
final	766.0	-6.821
[kinds of logic (layout without fill, tap and decap cells)]
group,count (synthesis),in the layout,synth area share
buffers and inverters,7,172,0.1060
multiplexers,32,32,0.8940
other,0,2,0
[how the worst max path moves through the flow]
stage / slack [ns] / to / cells past startpoint
4_1_cts: -0.25 / out[7] / 4
5_1_grt: -0.29 / out[14] / 4
6_report: -0.24 / out[7] / 4
[routing by layer]
| layer | track usage | routed length [um] | share of wire | vias up |
|---|---|---|---|---|
| met1 | 0.1773 | 2014 | 0.33 | 576 |
| met5 | 0 | 0 | 0 | - |
| met4 | 0.005988 | 25 | 0.0041 | 0 |
| li1 | - | - | - | 542 |
| met2 | 0.2826 | 3203 | 0.53 | 92 |
| met3 | 0.08294 | 803 | 0.13 | 2 |
[cell usage in the layout (no fill, tap or decap)]
| master | count |
|---|---|
| sky130_fd_sc_hd__buf_12 | 4 |
| sky130_fd_sc_hd__buf_6 | 1 |
| sky130_fd_sc_hd__buf_4 | 4 |
| sky130_fd_sc_hd__dlygate4sd2_1 | 128 |
| sky130_fd_sc_hd__mux4_2 | 32 |
| sky130_fd_sc_hd__diode_2 | 2 |
| sky130_fd_sc_hd__buf_16 | 3 |
| sky130_fd_sc_hd__bufbuf_16 | 1 |
| sky130_fd_sc_hd__buf_2 | 31 |
[repair_timing]
action / in CTS / in global routing
pin swaps: 0 / 0
buffers inserted: 1 / 0
resized: 242 / 1
gates cloned: 4 / 0
endpoints found under the setup margin: 32 / 32
hold buffers: 0 / 0
[where the power goes]
group / switching [uW] / leakage [uW] / total [uW] / internal (uW)
registers: 0 / 0 / 0 / 0
logic: 195 / 0.00112 / 766 / 571
clock network: 0 / 0.0000000127 / 0.000243 / 0.000243
No activity file was given, so power comes from the tool's default toggle rates.
