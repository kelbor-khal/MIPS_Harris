`./design.v`:
```
`timescale 1ns/10ps
module adder
#(
    parameter ARG_WIDTH = 5
)
(
    input   logic   [(2**ARG_WIDTH - 1):0] a, b,
    output  logic   [(2**ARG_WIDTH - 1):0] rslt
);
    assign rslt = a + b;
endmodule: adder
`timescale 1ns/10ps
module alu
#(
    parameter CNTRL_WIDTH = 3,
    parameter DATA_WIDTH  = 5
)
(
    input   logic   [(2**DATA_WIDTH - 1):0] a, b,
    input   logic   [(CNTRL_WIDTH   - 1):0] cntrl,
    output  logic   [(2**DATA_WIDTH - 1):0] result,
    output  logic   zero  
);
    always_comb
    begin
        case(cntrl)
            3'b000: result =  a  &  b;
            3'b001: result =  a  |  b;
            3'b010: result =  a  +  b;
            3'b100: result =  a  & ~b;
            3'b101: result =  a  | ~b;
            3'b110: result =  a  -  b;
            3'b111: result = (a < b) ? 1 : 0;
            default:          result = 32'bx;
        endcase
    end
    assign zero = (a == b) ? 1'b1 : 1'b0;
endmodule: alu
`timescale 1ns/10ps
parameter FUNCT_ADD = 6'b100_000;
parameter FUNCT_SUB = 6'b100_010;
parameter FUNCT_OR  = 6'b100_101;
parameter FUNCT_AND = 6'b100_100;
parameter FUNCT_SLT = 6'b101_010;
parameter OPCODE_R_TYPE = 6'b000_000;
parameter OPCODE_LW_INSTR   = 6'b100_011;
parameter OPCODE_SW_INSTR   = 6'b101_011;
parameter OPCODE_BEQ_INSTR  = 6'b000_100;
parameter OPCODE_ADDI_INSTR = 6'b001_000;
parameter OPCODE_J_INSTR    = 6'b000_010;
module aludec(
    input   logic   [1:0] aluop,   
    input   logic   [5:0] funct,
    output  logic   [2:0] cntrl
);
    always_comb
    begin
        case(aluop)
            2'b00: cntrl = 3'b010;  
            2'b01: cntrl = 3'b110;  
            default: 
                case(funct)
                    FUNCT_ADD: cntrl = 3'b010;
                    FUNCT_SUB: cntrl = 3'b110;
                    FUNCT_OR : cntrl = 3'b001;
                    FUNCT_AND: cntrl = 3'b000;
                    FUNCT_SLT: cntrl = 3'b111;
                    default:    cntrl = 3'bx;
                endcase
        endcase
    end
endmodule: aludec
`timescale 1ns/10ps
module controller(
    input    logic   [5:0] funct, opcode,
    output   logic   we_mem, branch,
    output   logic   alu_src, mem_to_reg,
    output   logic   we_regf, reg_dst, jump,
    output   logic   [2:0] alu_cntrl
);
    logic [1:0] aluop; 
    maindec U_0 (.opcode    (opcode),
                 .we_mem    (we_mem),
                 .branch    (branch),
                 .alu_src   (alu_src),
                 .mem_to_reg(mem_to_reg),
                 .we_regf   (we_regf),
                 .reg_dst   (reg_dst),
                 .jump      (jump),
                 .aluop     (aluop));
    aludec U_1 (.aluop (aluop),
                .funct (funct),
                .cntrl (alu_cntrl));
endmodule: controller
`timescale 1ns/10ps
module datapath
#(
    parameter IMM_WIDTH = 16,
    parameter REG_ADDR  = 5,
    parameter BUS_WIDTH = 32
)
(
    input   logic   clk,
    input   logic   rst,
    input   logic   [(BUS_WIDTH - 1):0] instr,
    output  logic   [(BUS_WIDTH - 1):0] crnt_addr, 
    input   logic   [(BUS_WIDTH - 1):0] mem_data,
    output  logic   [(BUS_WIDTH - 1):0] wr_mem_data,
    output  logic   [(BUS_WIDTH - 1):0] addr_mem_data,
    input   logic   we_regf,
    input   logic   reg_dst,
    input   logic   alu_src,
    input   logic   [2:0] alu_cntrl,
    input   logic   mem_to_reg,
    input   logic   branch,
    input   logic   jump,
    output  logic   zero_f
);
    logic pcsrc;
    logic [(BUS_WIDTH - 1):0] next_addr, plus_addr, temp_addr,
                              brnch_addr, slt_jump, jump_addr;
    logic [(REG_ADDR  - 1):0] wrtreg3;
    logic [(REG_ADDR  - 1):0] addreg1, addreg2, addreg3;
    logic [(BUS_WIDTH - 1):0] rdreg1, rdreg2, wrdata3;
    logic [(IMM_WIDTH - 1):0] immconst;
    logic [(BUS_WIDTH - 1):0] extimm, sltimm;
    logic [(BUS_WIDTH - 1):0] srcA, srcB, rsltALU;
    pc       U_0  (.clk(clk),
                   .rst(rst),
                   .in (next_addr),
                   .out(crnt_addr));
    adder    U_1  (.a   (crnt_addr),
                   .b   (4),
                   .rslt(plus_addr));
    adder    U_2  (.a   (plus_addr),
                   .b   (sltimm),
                   .rslt(brnch_addr));
    assign pcsrc = branch & zero_f;
    slt2     U_3  (.in ({6'b0,instr[25:0]}),
                   .out(slt_jump));
    mux2     U_4  (.a    (temp_addr),
                   .b    (jump_addr),
                   .cntrl(jump),
                   .out  (next_addr));
    mux2     U_5  (.a    (plus_addr),
                   .b    (brnch_addr),
                   .cntrl(pcsrc),
                   .out  (temp_addr));
    assign addreg1   = instr[25:21];
    assign addreg2   = instr[20:16];
    assign immconst  = instr[15: 0];
    assign jump_addr = {plus_addr[31:28],slt_jump[27:0]};
    mux2     #(.DATA_WIDTH(5))   
             U_6  (.a    (instr[20:16]),
                   .b    (instr[15:11]),
                   .cntrl(reg_dst),
                   .out  (addreg3));
    regfile  U_7  (.clk(clk),
                   .rst(rst),
                   .a1 (addreg1),
                   .a2 (addreg2),
                   .a3 (addreg3),
                   .we (we_regf),
                   .wd3(wrdata3),
                   .rd1(rdreg1),
                   .rd2(rdreg2));
    exsign   U_8  (.innum (immconst),
                   .outnum(extimm));
    slt2     U_9  (.in (extimm),
                   .out(sltimm));
    mux2     U_10 (.a    (rdreg2),
                   .b    (extimm),
                   .cntrl(alu_src),
                   .out  (srcB));
    assign srcA = rdreg1;
    alu      U_11 (.a     (srcA),
                   .b     (srcB),
                   .cntrl (alu_cntrl),
                   .zero  (zero_f),
                   .result(rsltALU));
    assign wr_mem_data   = rdreg2;
    assign addr_mem_data = rsltALU;
    mux2     U_12 (.a    (rsltALU),
                   .b    (mem_data),
                   .cntrl(mem_to_reg),
                   .out  (wrdata3));
endmodule: datapath
`timescale 1ns/10ps
module exsign
#(
    parameter IN_WIDTH  = 4,
    parameter OUT_WIDTH = 5
)
(
    input   logic   [(2**IN_WIDTH -  1):0] innum,
    output  logic   [(2**OUT_WIDTH - 1):0] outnum
);
    assign outnum = {{16{innum[(2**IN_WIDTH - 1)]}},innum};
endmodule: exsign
`timescale 1ns/10ps
module maindec
(
    input    logic   [5:0] opcode,
    output   logic   we_mem, branch,
    output   logic   alu_src, mem_to_reg,
    output   logic   we_regf, reg_dst, jump,
    output   logic   [1:0] aluop
);
    logic [8:0] control;
    assign {we_regf, reg_dst, alu_src, branch,  
            we_mem,  mem_to_reg, jump, aluop} = control; 
    always_comb 
    begin
        case(opcode)
            OPCODE_R_TYPE    : control = 9'b110_000_010;  
            OPCODE_LW_INSTR  : control = 9'b101_001_000;  
            OPCODE_SW_INSTR  : control = 9'b001_010_000;  
            OPCODE_BEQ_INSTR : control = 9'b000_100_001;  
            OPCODE_ADDI_INSTR: control = 9'b101_000_000;  
            OPCODE_J_INSTR   : control = 9'b000_000_100;  
            default:           control = 9'bxxx_xxx_xxx;  
        endcase
    end
endmodule: maindec
`timescale 1ns/10ps
module mips 
#(
    parameter BUS_WIDTH = 32
)
(
    input   logic   clk, 
    input   logic   rst,
    input   logic   [(BUS_WIDTH - 1):0] instr,
    input   logic   [(BUS_WIDTH - 1):0] mem_data,
    output  logic   we_mem,
    output  logic   [(BUS_WIDTH - 1):0] crnt_addr,
    output  logic   [(BUS_WIDTH - 1):0] wr_mem_data, addr_mem
);
    logic [2:0] alu_cntrl;
    logic [5:0] opcode_instr, funct_instr;
    controller U_0 (.funct     (instr [5:0]),
                    .opcode    (instr [31:26]),
                    .we_mem    (we_mem),
                    .branch    (branch),
                    .alu_src   (alu_src),
                    .mem_to_reg(mem_to_reg),
                    .we_regf   (we_regf),
                    .reg_dst   (reg_dst),
                    .jump      (jump),
                    .alu_cntrl (alu_cntrl));
    datapath   U_1 (.clk          (clk),
                    .rst          (rst),
                    .instr        (instr),
                    .crnt_addr    (crnt_addr),
                    .mem_data     (mem_data),
                    .wr_mem_data  (wr_mem_data),
                    .addr_mem_data(addr_mem),
                    .we_regf      (we_regf),
                    .reg_dst      (reg_dst),
                    .alu_src      (alu_src),
                    .mem_to_reg   (mem_to_reg),
                    .branch       (branch),
                    .jump         (jump),
                    .alu_cntrl    (alu_cntrl),
                    .zero_f       ());
endmodule: mips
`timescale 1ns/10ps
module mux2
#(
    parameter DATA_WIDTH = 32
)
(
    input   logic   cntrl,
    input   logic   [(DATA_WIDTH - 1):0] a, b,
    output  logic   [(DATA_WIDTH - 1):0] out
);
    assign out = (cntrl == 0) ? a: b;
endmodule: mux2
`timescale 1ns/10ps
module pc
#(
    parameter WIDTH = 5
)
(
    input   logic   clk,
    input   logic   rst,
    input   logic   [(2**WIDTH - 1):0] in,
    output  logic   [(2**WIDTH - 1):0] out
);
    always_ff @(posedge clk or posedge rst)
    begin
        if(rst)
            out <= 0;
        else
            out <= in;
    end
endmodule: pc
`timescale 1ns/10ps
module regfile
#(
    parameter ADDR_WIDTH = 5,
    parameter DATA_WIDTH = 32
)
(
    input   logic   clk,
    input   logic   rst,
    input   logic   we,
    input   logic   [(ADDR_WIDTH - 1):0] a1, a2, a3,
    input   logic   [(DATA_WIDTH - 1):0] wd3,
    output  logic   [(DATA_WIDTH - 1):0] rd1, rd2
);
    logic [(DATA_WIDTH - 1):0] regf [(2**ADDR_WIDTH - 1):0];
    always_ff @(posedge clk)
    begin
        if(rst)
            for(int i=0; i < $size(regf); i++)
                regf[i] <= '0;
        else if(we)
            regf[a3] <= wd3; 
    end
    assign  rd1 = (a1 != 0) ? regf[a1] : 0;
    assign  rd2 = (a2 != 0) ? regf[a2] : 0;
endmodule: regfile
`timescale 1ns/10ps
module slt2
#(
    parameter ARG_WIDTH = 5
)
(
    input   logic   [(2**ARG_WIDTH - 1):0] in,
    output  logic   [(2**ARG_WIDTH - 1):0] out
);
    assign out = {in[29:0],2'b00};
endmodule: slt2
```
`./run.sh`:
```
#!/bin/bash
# OpenROAD 26Q1-2900-gdf79404cd8, Yosys 0.63+post, stock flow scripts
make -C /OpenROAD-flow-scripts/flow DESIGN_CONFIG=/design/flow/config.mk WORK_HOME=/design/flow/orfs finish
```
`./config.mk`:
```
export PLATFORM = sky130hd
export DESIGN_NAME = mips
export DESIGN_NICKNAME = mips
export VERILOG_FILES = /design/flow/design.v
export SDC_FILE = /design/flow/constraint.sdc
export NUM_CORES = 4
export LEC_CHECK = 1
export CORE_UTILIZATION = 30
```
`./constraint.sdc`:
```
current_design mips

set clk_period 21.6
set clk_io_pct 0.2

create_clock -name clk0 -period $clk_period [get_ports {clk}]

set non_clock_inputs [all_inputs -no_clocks]
set_input_delay [expr $clk_period * $clk_io_pct] -clock clk0 $non_clock_inputs
set_output_delay [expr $clk_period * $clk_io_pct] -clock clk0 [all_outputs]
```
==> results.txt <==
The layout was made with Yosys and OpenROAD.

The placed cell count is 7303. The total clock buffers created by CTS is 108. Excluding fillers, the count of instances in the completed layout stands at 7503. The critical path starts at instr[17]. The sort of element at the end of the critical path is an output port. The number of enable flip-flop cells is 1024. The DRC violation count after routing is 0. The startpoint identified for the worst hold timing path is U_1.U_0.out[31].

The fraction of the yosys area taken by sequential cells is 51.29%. Recorded from the global router log, the overflow total was 0. The worst slew margin relative to its limit is 24.80%. The number of antenna violations at the first check in global routing came to 5. The data required time reported for the critical path is 17.28 ns. The register-to-register setup slack is 15.03 ns.

The overall via count from detail_route is 43463. The worst setup skew after layout is 0.04913 ns. The first detailed-routing pass took 6 iterations.

The overall die size recorded for this design is 0.2065 sq mm. Relative to the synthesized area, the layout overhead comes to 13.27%. The count of final max-slew check failures is 0. The fraction of registers with async set or reset after synthesis is 2.846%.

The minimum setup slack after placement is 5.490 ns. OpenROAD emitted warnings numbering 59. In the final routed layout, each cell accounts on average for 31.07 um. Setup repair after global routing left no endpoint under its margin.

The worst endpoint data arrival time is 11.81 ns. Yosys attributes the largest share of cell area to edfxtp_1 (50%), mux4_2 (21%), nor2_1 (6.7%). Per the detail_route report, vias per standard cell equal 5.793. A synthesized cell averages 13.02 sq um. The first-iteration detailed-routing DRC count is 3386. Summed over all nets, the half-perimeter wirelength after detailed placement is 146900 um.

The placement summary gives the final routability congestion estimate as 0.9549. The flow ran to the end, and the final reports show no timing, DRC or antenna violations. The number of hold violations in the final report is 0. The slew at the pin with the worst max-slew slack is 1.116 ns.

The synthesized netlist was found by Yosys to have 4717 cells. The critical path maximum fanout is 61. The number of buffers added on ports is 160. The post-cts hold-fix buffer tally is 0. The number of H-tree branching levels is 3.

Overall power consumption after layout is estimated at 6.066 mW. After layout, the worst setup slack is 5.470 ns. Per the STA report, the cell with the highest stage delay on the worst path is o221ai_1.

The number of failing setup endpoints in the final timing report is 0. The placeable core area is 0.2027 sq mm. The overall track demand over capacity in global routing is 23.93%.

The post-route netlist has 23.10% of its cells at a drive strength greater than 1. For reference, the most critical setup path is categorized as primary input to output port. Clock latency on the worst-skew pair, taken at its later pin, is 0.75 ns.

The root buffer selected by CTS is clkbuf_16. The diode insertion count for antenna repair is 0. After layout, the worst path uses 74.68% of the clock period. The final layout reports a setup TNS of 0 ns. In the hold report, the worst path ends at U_1.U_0.out[31]. The floorplan core density is 30.30%. The die outline width is 454.5 um. TritonCTS built the clock tree.

Pin placement for this block handled 163 I/O pins. The proportion of netlist area held by the largest area contributor is 50.07%. The number of fillers in the final layout is 19342. The highest clock rate is 0.06200 GHz.

The post-CTS resize count is 0. The post-layout minimum cycle time is 16.13 ns. Post-synthesis, Yosys gives the total cell area as 0.06142 sq mm. Measured along the y axis, the die boundary spans 454.5 um. Warnings reported by Yosys during synthesis add up to 11. In this run the remaining antenna-violating nets after routing total 0. The number of global-route vias before repair came to 46127.

Per the power-grid run, VDD falls by no more than 0.06622 mV. Leaving out fill and tap cells, the most frequent cells in the layout are nor2_1 (1087), edfxtp_1 (1024), mux4_2 (582), buf_4 (187), nand2_1 (165). The netlist area before placement is 0.06142 sq mm. Entering global routing, the biggest net connects 75 pins. The number of instances on the worst hold path is 2. After synthesis the netlist holds a flip-flop and latch count of 1054. Note that the worst hold path type here is flip-flop to flip-flop.

The most common logic cell in the final layout is nor2_1. Clock-pin slew was measured on the worst setup and hold paths at 0.06 ns. In this run the maximum-capacitance check reported violations numbering 0. Buffers added to address setup during post-CTS repair amount to 0. The destination of the worst register-to-register timing path is U_1.U_7.regf[27][0]. The most area-hungry cell type in the Yosys netlist is edfxtp_1. Logic depth along the worst register-to-register path is recorded as 17.

The routed wire length is 233100 um. CTS saw 1054 sinks. The power report puts the leakage power at 24.20 nW.

For reference, the critical path cell chain is buf_8 > buf_12 > buf_4 > buf_4 > mux4_2 > mux4_2 > a22oi_1 > nor2_1 > a21oi_2 > inv_1 > ha_1 > nor4_1 > o31ai_1 > o221a_2 > o21ai_0 > a41oi_1 > nor3b_1 > o221ai_1 > clkdlybuf4s50_1. The maximum clock insertion buffer count is 3. The worst flop-to-flop path startpoint is U_1.U_7.regf[7][18]. The worst setup path is launched from a primary input. The gate-level netlist out of Yosys references 98 unique cell types. The flow reported a cell area power density of 87.19 mW/mm^2. The first global-routing pass estimated 330700 um of wire.

The synthesized instance count is 4717. The highest cell delay on the worst timing path is 0.71 ns. The most used flip-flop cell is edfxtp_1. After floorplanning, the core was divided into 165 placement rows.
## synthesized netlist by cell type, drive strengths merged (91+ instances only)
| library cell | instances |
|---|---|
| clkbuf | 206 |
| mux4 | 582 |
| inv | 91 |
| mux2i | 104 |
| a21oi | 164 |
| o21ai | 110 |
| nor2 | 1092 |
| nor3 | 134 |
| buf | 228 |
| edfxtp | 1024 |
| ha | 95 |
| nand2 | 231 |
## cell families (layout without fill, tap and decap cells)
logic type	after synthesis	in the layout	synth area share [%]
xor gates and xnor gates	73	73	1.041
muxes	705	705	23.57
AOI/OAI and AO/OA	596	596	6.535
buffers and inverters	525	638	4.076
other	1	2	0.006106
adders and majority gates	108	108	2.200
and+or+nand+nor	1655	1655	11.28
DFF	1054	1054	51.29
## worst max-delay path by stage
stage / to / cells after the start / slack, ns
CTS: addr_mem[29] / 20 / 5.46
global route: addr_mem[29] / 20 / 4.99
finish: addr_mem[18] / 19 / 5.47
## metrics by stage
stage               area, sq um  hold slack [ns]  util, %
global route              69570           0.6599    34.32
detailed placement        65990           0.6006    32.55
global placement          65990           0.5956    32.55
floorplan                 61420           0.5453        -
CTS                       69570           0.6227    34.32
finish                    69570           0.6119    34.32
## registers in the layout (all words and copies together), names as in the netlist
register and flops:
U_1.U_0.out 30, U_1.U_7.regf 1024
## per-layer routing
layer / global-route usage, % / share of wire [%] / vias to the layer above
met5: 2.752 / 0.33 / -
met4: 9.207 / 4.9 / 24
met3: 19.69 / 19 / 615
met2: 35.50 / 45 / 3419
met1: 24.37 / 30 / 21307
li1: - / - / 18098
## worst max-delay path: cells and delay by family
kind            cells  cell delay (ns)
simple gates        3             0.96
buf+inv             6             2.73
mux                 2             0.86
compound gates      7             2.32
fa+ha+maj           1             0.48
## where the power goes
| part | switching [mW] | internal (mW) | leakage (nW) |
|---|---|---|---|
| clock network | 0.835 | 1.09 | 1.74 |
| registers | 0.0637 | 2.35 | 10.9 |
| logic | 1.11 | 0.615 | 11.5 |
| total | 2.01 | 4.06 | 24.2 |
## area by class of cell
type                    instances  area [sq um]  area share [%]
well taps                    2672          3343           4.805
repair buffers                347          3045           4.377
multi-input cells            3139         27750           39.89
inverters                      91         347.8          0.5000
clock buffers                 126          2791           4.012
clock inverters                74         793.3           1.140
flip-flops and latches       1054         31500           45.28
Power figures rest on the tool's default switching activity, not on a simulated workload.
