<file path="run.sh">
#!/bin/bash
# OpenROAD 26Q1-2900-gdf79404cd8, Yosys 0.63+post, stock flow scripts
make -C /OpenROAD-flow-scripts/flow DESIGN_CONFIG=/design/flow/config.mk WORK_HOME=/design/flow/orfs finish
</file>
<file path="config.mk">
export PLATFORM = sky130hd
export DESIGN_NAME = datmem
export DESIGN_NICKNAME = datmem
export VERILOG_FILES = /design/flow/design.v
export SDC_FILE = /design/flow/constraint.sdc
export NUM_CORES = 4
export LEC_CHECK = 1
export CORE_UTILIZATION = 30
export SYNTH_MEMORY_MAX_BITS = 65536
</file>
<file path="constraint.sdc">
current_design datmem

set clk_period 70.2
set clk_io_pct 0.2

create_clock -name clk0 -period $clk_period [get_ports {clk}]

set non_clock_inputs [all_inputs -no_clocks]
set_input_delay [expr $clk_period * $clk_io_pct] -clock clk0 $non_clock_inputs
set_output_delay [expr $clk_period * $clk_io_pct] -clock clk0 [all_outputs]
</file>
<file path="design.v">
`timescale 1ns/10ps
module datmem 
#(
    parameter ADDR_WIDTH = 8,
    parameter DATA_WIDTH = 32
)
(
    input   logic   clk,
    input   logic   we,
    input   logic   [(DATA_WIDTH - 1):0] addr,
    input   logic   [(DATA_WIDTH - 1):0] in,
    output  logic   [(DATA_WIDTH - 1):0] out
);
    logic [(DATA_WIDTH - 1):0] ram [(2**ADDR_WIDTH - 1):0];
    always_ff @(posedge clk)
    begin
        if(we)
            ram[addr[31:2]] <= in;
    end
    assign out = ram[addr[31:2]];
endmodule: datmem
</file>
==> results.toml <==
# physical design summary
[run_status]
outcome = "complete, no violations"

[global_route]
grt_start_max_net_pins = 124
grt_usage_pct = 17.0
antenna_found_initial = 35
grt_pass1_wl_um = 1160000
first_global_vias = 161586
grt_overflow_total = 0

[yosys]
ys_area_um2 = 308000
synth_area_per_cell_um2 = 23.6
synth_cells = 13055
yosys_cells = 13055
edf_count = 8192
numSynthFlops = 8192
ys_warn_count = 1
ff_type = "edfxtp_1"
synth_cell_types = 21
largest_area_cell = "edfxtp_1"
synthArstFlopShare_pct = 0
top_cell_area_share_pct = 79.8
area_leaders = "edfxtp_1 (80%), mux4_2 (15%), a22oi_1 (2.5%)"
syn-cell-area_um2 = 308000
ys_seq_share_pct = 79.8

[layout]
syn_to_final_growth_pct = 15.9
n_fill_cell = 92341
drive_gt1_share_pct = 29.8
combGateArea_um2 = 61800
largest_register_ffs = 8192
flop_area_um2 = 246000

[pwr]
power_density_nw_per_um2 = 27.9
p_leak_nw = 107
vdd_ir_drop_max_mv = 0.0275
p_total_mw = 9.99

[floorplanning]
initial_core_util_pct = 30.1
rows = 372
dieArea_um2 = 1030000
die_w_um = 1020
die_h_um = 1020
io-pin-count = 98
core-area_um2 = 1030000

[routing]
via_per_inst = 5.07
post_drt_wl_per_cell_um = 28.9
drc = 0
initialDrtViolationCount = 9483
first_pass_iters = 7
totalWireLength_um = 820000
antenna_left = 0
routed-via-count = 143639

[clock_tree]
cts_made_buffers = 807
post_cts_buffers = 0
cts.hold.buffers_added = 0
clk_pin_slew_ps = 60
cts-htree-levels = 6
cts_max_path_buffers = 4
cts.repair.resized = 0
clockRootBuffer = "clkbuf_16"
cts_tree = "yes"
clock-sinks = 8192

[timing]
fin_tns_setup_ps = 0
finalMaxSlewViolations = 0
post-route-period-util_pct = 51.9
setup_violations = 0
hold_viol_final = 0
timing.fmax_mhz = 27.5
layout_min_cycle_time_ps = 36410
max-slew-margin-rel_pct = 12.2
rsz0062_at_grt = "false"
tightest_slew_ps = 1300

[critical_path]
cp_top_family = "buffers and inverters"
cp.arrival_ps = 22370
slowest_delay_ps = 1070
start_kind = "input pin"
crit_top_cell = "buf_4"
critPathCaptureType = "output port"
slowest_stage = "o41ai_2"
cp_cell_sequence = "buf_16 -> buf_4 -> buf_4 -> buf_4 -> buf_4 -> buf_4 -> buf_4 -> buf_4 -> mux4_2 -> a22oi_1 -> a21oi_1 -> o41ai_2 -> buf_4 -> nand4_1 -> clkdlybuf4s50_1"
path_buffers = 10
crit_required_ps = 56160
criticalPathCategory = "in -> out"
worstPathMaxFanout = 54

[job]
maxCapViolations = 0
tool_warnings = 56

[place]
io_buffers = 73
place.gp.congestion = 0.889
hpwl_um = 463000

[worst_hold_path]
hp-class = "in -> reg"
-- report_power, final --
group          total, mW  leakage, nW  switching (mW)  internal (mW)
logic              0.475         21.2           0.314          0.160
registers           5.39         73.6         0.00209           5.39
clock network       4.12         12.2            1.82           2.30
-- cells by family after synthesis --
| group | count (synthesis) | share of synthesized area, % |
|---|---|---|
| flip-flops | 8192 | 79.8 |
| multiplexers | 2048 | 15.0 |
| AND-OR/OR-AND | 1664 | 3.69 |
| buffers and inverters | 797 | 1.09 |
| AND/OR/NAND/NOR | 354 | 0.490 |
-- per-layer routing --
layer / global-route usage [%] / share of wire [%] / wire [um]
met5: 0.837 / 0.12 / 1010
met4: 7.28 / 5.5 / 45300
met3: 14.8 / 19 / 154000
met2: 25.2 / 47 / 383000
met1: 16.3 / 29 / 236000
-- synth_stat cells, drive strengths merged (13+ instances only) --
library cell and count:
nor3 30, nand2 28, mux4 2048, clkbuf 498, buf 298, nand3 13
edfxtp 8192, nand4 32, a22oi 1024, nor2 232, a21oi 512, o41ai 128
-- metrics by stage --
stage / instance area [um^2] / hold WS, ps / setup WS, ps / util [%] / cells
2_1_floorplan: 308000 / 14140 / 40260 / - / 13055
6_report: 357000 / 13290 / 33790 / 34.9 / 28330
5_1_grt: 357000 / 13250 / 33110 / 34.9 / 28318
4_1_cts: 357000 / 13180 / 33470 / 34.9 / 28289
3_5_place_dp: 332000 / 14460 / 33480 / 32.4 / 26815
3_3_place_gp: 332000 / 14450 / 33500 / 32.4 / 26815
-- area by class of cell --
| cell class | instances | area share [%] |
|---|---|---|
| flip-flops and latches | 8192 | 68.8 |
| inverters | 1 | 0.00105 |
| multi-input cells | 4066 | 17.3 |
| clock inverters | 450 | 1.08 |
| clock buffers | 1024 | 5.94 |
| well taps | 13651 | 4.78 |
| diodes | 41 | 0.0287 |
| repair buffers | 905 | 2.06 |
-- worst paths after layout --
| kind | to | cells after the start | slack (ps) | from |
|---|---|---|---|---|
| worst max-delay path | out[7] | 15 | 33790 | addr[2] |
| worst min-delay path | ram[81][31] | 1 | 13290 | in[31] |
-- cell usage in the layout, fill, tap and decap left out, types with 16 or more instances in the layout --
cell / netlist / layout
clkbuf_1: 498 / 207
inv_6: 0 / 21
clkdlybuf4s50_1: 0 / 39
diode_2: 0 / 41
bufinv_16: 0 / 44
edfxtp_1: 8192 / 8192
clkinv_2: 0 / 120
nand4_1: 32 / 32
clkinvlp_4: 0 / 18
buf_12: 0 / 16
nor2_4: 0 / 228
o41ai_1: 128 / 37
buf_4: 21 / 816
a21oi_1: 512 / 511
buf_8: 0 / 32
nor3_2: 0 / 30
mux4_2: 2048 / 2048
clkbuf_16: 0 / 817
o41ai_2: 0 / 88
a22oi_1: 1024 / 1024
clkinv_1: 0 / 205
No activity file was given, so power comes from the tool's default toggle rates.
